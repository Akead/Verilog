[design/flow/config.mk]
export PLATFORM = sky130hd
export DESIGN_NAME = comparator_4_bit
export DESIGN_NICKNAME = comparator_4_bit
export VERILOG_FILES = /design/flow/design.v
export SDC_FILE = /design/flow/constraint.sdc
export NUM_CORES = 4
export LEC_CHECK = 1
export CORE_AREA = 10 10 70 70
export DIE_AREA = 0 0 80 80
[design/flow/constraint.sdc]
current_design comparator_4_bit

set clk_period 1.5
set clk_io_pct 0.2

create_clock -name clk0 -period $clk_period

set non_clock_inputs [all_inputs -no_clocks]
set_input_delay [expr $clk_period * $clk_io_pct] -clock clk0 $non_clock_inputs
set_output_delay [expr $clk_period * $clk_io_pct] -clock clk0 [all_outputs]
[design/flow/design.v]
module comparator_4_bit(A, B, GA, EQU, GB);
	input [3:0] A;
	input [3:0] B;
	output GA, EQU, GB;
	reg GA, EQU, GB;
	always @(A or B)
	begin
		if($signed(A) > $signed(B))
			begin
				GA = 1;
				EQU = 0;
				GB = 0;
			end
		else if($signed(A) == $signed(B))
			begin
				GA = 0;
				EQU = 1;
				GB = 0;
			end
		else
			begin
				GA = 0;
				EQU = 0;
				GB = 1;
			end
		end
endmodule
[design/flow/run.sh]
#!/bin/bash
# OpenROAD 26Q1-2900-gdf79404cd8, Yosys 0.63+post, stock flow scripts
make -C /OpenROAD-flow-scripts/flow DESIGN_CONFIG=/design/flow/config.mk WORK_HOME=/design/flow/orfs finish
==> out/qor.txt <==
Status: finished with violations
Failing checks: negative setup slack
Critical Path Source Type: primary input
Setup-failing EPs final: 1
Vias in the first global route: 181
Post-CTS Setup Repair Bufs: 0
Fin crit share: 1.04
Largest net degree at the start of global routing: 6
Fraction of the mapped netlist area in adder cells: 0.374
Post-synthesis cell area: 134 µm²
Mean Syn Cell Area: 6.69 µm²
Dominant comb cell: adder cells
Required time of the critical path: 1.20 ns
CP Max Fanout: 2
Final min period: 1.56 ns
DR vias: 166
Crit Path Class: in2out
Slew margin rel.: 0.873
Slew @ Worst Pin: 0.191 ns
Register cell area after layout: 0 µm²
DIE AREA: 6400 µm²
Total leakage power: 0.136 nW
Internal power: 0.0495 mW
GPL Wtd Cong: 0.725
Pwr Density: 264 nW/µm²
Max-cap violations: 0
Yosys top cell by area: ha_1
Dpl cell area: 317 µm²
Aoi share: 0.290
Simple Share, Synth: 0.168
XOR/XNOR Area Share: 0
DR iter-0 viols: 1
Tool Warnings: 34
Io pins: 11
Mux frac, synth: 0
Top cell area share: 0.374
Chip height: 80 µm
Layout fillers: 403
Layout cells sized above 1: 0.606
Highest clock rate: 641 MHz
Drt pass-1 iters: 2
GR Util All Layers: 0.0164
Hold slack: 1.03 ns
Congestion Overflow GR: 0
Main area contributors: ha_1 37%, inv_1 17%, a211oi_2 9.3%, a31o_1 6.5%, nor2_1 5.6%
Setup crit end kind: output port
Post-Syn Instances: 20
Rows: 21
Yosys chip area: 134 µm²
Syn. warnings: 1
CP arrival: 1.26 ns
Starting Density: 0.0392
Via-to-Cell Ratio: 2.10
Finished Cell Area: 324 µm²
Clock network power share: 0
Core Footprint: 3420 µm²
Routed wire length: 536 µm
Final TNS setup: -0.0602 ns
Switching power: 0.0362 mW
Initial antenna violation count: 0
Hold Fails Final Rpt: 0
First-pass GRT wire length: 862 µm
Area growth from synthesis to layout: 142%
Diode count: 0
Post-route worst setup slack: -0.0602 ns
# DRC: 0
Comb power frac: 1.000
Worst VDD drop: 0.0427 mV
Pwr Total: 0.0857 mW
Flip-flops: 0
Cells in synth_stat.txt: 20
Max-slew violations: 0
Remaining antenna violation count after routing: 0
Worst hold path class: in2out
Die width: 80 µm
Clock buffer cells: 0
Input/output buffers: 11
Place WS: -0.899 ns
Sequential power share: 0
RSZ-0062 raised after global routing: yes
Synth unique cells: 11
Routed len/inst: 6.78 µm
Seq share, synth: 0
Sw Share: 0.423
[worst max-delay path: stages]
cell      delay (ns)
buf_6           0.10
inv_4           0.05
ha_4            0.19
a211oi_2        0.20
o21ai_1         0.10
a31o_1          0.21
buf_2           0.11
[power groups by stage]
stage	Combinational (mW)	Clock (mW)	Sequential, mW
CTS	0.0879	0	0
global route	0.0982	0	0
finish	0.0857	0	0
[final cells by class]
cell class / instances / area (µm²) / share of cell area
repair buffers: 13 / 85.1 / 0.263
well taps: 46 / 57.6 / 0.178
multi-input cells: 14 / 156 / 0.483
inverters: 6 / 25.0 / 0.0772
[metal layers]
layer,wire [µm],up-vias,part of all wire,track usage
met3,101,0,0.19,0.0114
met5,0,-,0,0
met2,214,7,0.40,0.0281
met1,220,65,0.41,0.0171
li1,-,94,-,-
met4,0,0,0,0
[synthesized netlist by cell type]
cell      n
nor2_1    2
o211ai_1  1
nor2b_1   1
nand3_1   1
o21ai_0   1
inv_1     6
ha_1      4
a211oi_2  1
nand2_1   1
a31o_1    1
o21ai_1   1
[path summary, 6_finish.rpt]
kind	slack (ns)	cells past startpoint	endpoint	from
max	-0.06	7	GA	B[2]
min	1.03	4	GB	A[3]
[timing repair]
| item | 4_1_cts | 5_1_grt |
|---|---|---|
| endpoints found under the setup margin | 3 | 3 |
| pin swaps | 6 | 0 |
| gates resized | 43 | 1 |
| hold buffers | 0 | 0 |
| gates cloned | 0 | 0 |
[cells in the final DEF (no fill, tap or decap)]
cell             Yosys  final
inv_4                0      1
nor2_1               2      2
dlygate4sd2_1        0      1
buf_2                0      7
clkbuf_2             0      1
o21ai_1              1      2
inv_2                0      2
nand2_1              1      1
a31o_1               1      1
nor2b_1              1      1
ha_4                 0      3
buf_6                0      1
a211oi_2             1      1
buf_4                0      2
ha_2                 0      1
inv_1                6      3
o211ai_1             1      1
clkdlybuf4s15_1      0      1
nand3_2              0      1
[cells by family after synthesis]
| family | after synthesis |
|---|---|
| compound gates | 5 |
| fa+ha+maj | 4 |
| buf+inv | 6 |
| simple gates | 5 |
[metrics by stage]
| step | instances | utilization |
|---|---|---|
| floorplan | 20 | - |
| global placement | 79 | 0.0927 |
| detailed placement | 79 | 0.0927 |
| CTS | 79 | 0.0963 |
| global route | 79 | 0.0949 |
| finish | 79 | 0.0949 |
No activity file was given, so power comes from the tool's default toggle rates.
