==> /design/flow/design.v <==
module counter(clk, reset, ctrl, out);
	parameter N = 4;	 
	input clk, reset;	 
	input [1:0] ctrl;	 
	output [N-1:0] out;	 
	reg [N-1:0] tmp;	 
	always @(posedge clk, negedge reset) begin
		if (reset == 0) begin	
			tmp <= 0;
		end else begin
				if (ctrl == 0) begin
					tmp <= tmp - 1;
				end else begin
					tmp <= $signed(tmp) + $signed(ctrl);
				end
		end
	end
	assign out = {tmp[N-1], tmp[N-1:1] ^ tmp[N-2:0]};  
endmodule 
==> /design/flow/run.sh <==
#!/bin/bash
# OpenROAD 26Q1-2900-gdf79404cd8, Yosys 0.63+post, stock flow scripts
make -C /OpenROAD-flow-scripts/flow DESIGN_CONFIG=/design/flow/config.mk WORK_HOME=/design/flow/orfs finish
==> /design/flow/config.mk <==
export PLATFORM = sky130hd
export DESIGN_NAME = counter
export DESIGN_NICKNAME = counter
export VERILOG_FILES = /design/flow/design.v
export SDC_FILE = /design/flow/constraint.sdc
export NUM_CORES = 4
export LEC_CHECK = 1
export CORE_AREA = 10 10 70 70
export DIE_AREA = 0 0 80 80
==> /design/flow/constraint.sdc <==
current_design counter

set clk_period 2.7
set clk_io_pct 0.2

create_clock -name clk0 -period $clk_period [get_ports {clk}]

set non_clock_inputs [all_inputs -no_clocks]
set_input_delay [expr $clk_period * $clk_io_pct] -clock clk0 $non_clock_inputs
set_output_delay [expr $clk_period * $clk_io_pct] -clock clk0 [all_outputs]
==> ci_impl_report.md <==
## Implementation flow summary

| Metric | Value |
|---|---|
| Fraction of layout cells with a size suffix above 1 | `0.116` |
| Register share after synthesis | `0.287` |
| CTS Buf Count | `3` |
| Global route hottest layer | `met2` |
| Final setup viols | `0` |
| Crit path DRT | `about 2200 ps` |
| Cts repair resizes | `0` |
| Die Y | `roughly 80 microns` |
| Postcts setup bufs | `0` |
| Antenna Diode Count | `0` |
| Dpl hpwl | `a little over 600 microns` |
| Top cell area share | `0.287` |
| Slew Limit Fails | `0` |
| Skew-Pair Late Insertion Delay | `230 ps` |
| Final WS setup | `roughly 700 ps` |
| Top cells by area | `dfrtp_1 29%, ha_1 22%, xnor2_1 7.5%` |
| DR DRC count | `0` |
| Pre-CTS setup slack | `around 570 ps` |
| Core ar. | `~3400 sq um` |
| Post-synth top area cell | `dfrtp_1` |
| CTS root buffer | `clkbuf_4` |
| Ys Warns | `1` |
| Netlist Area Pre-Place | `349 sq um` |
| Met2 Track Usage GR | `0.0369` |
| Unrepaired setup endpoints after global routing | `false` |
| Vias | `roughly 250` |
| VDD IR-drop max | `roughly 200 uV` |
| Max FFs per register | `4` |
| M1 GR Usage | `0.0248` |
| Tool warnings | `26` |
| Vias per inst | `between 2 and 3` |
| Number of global-route vias before repair | `279` |
| YS chip area | `between 300 and 400 sq um` |
| MaxCap Viol Count | `0` |
| Rel. slew slack | `0.747` |
| H-tree depth | `1` |
| Fmax | `~0.50 GHz` |
| First-pass GRT wire length | `roughly 1200 microns` |
| Final ANT Viol Nets | `0` |
| # rows | `21` |
| Worst Skew | `around 4.6 ps` |
| Crit path launch type | `register` |
| Critical path class | `register to output port` |
| WHS | `approximately 500 ps` |
| Final total power | `517 uW` |
| Final period util | `0.744` |
| Largest net degree at the start of global routing | `8` |
| Initial DRC count | `15` |
| Ys flops | `4` |
| Worst-margin pin slew | `between 300 and 400 ps` |
| TNS Setup | `0 ps` |
| Wire per inst | `7.49 microns` |
| Layout Cells excl Fill | `roughly 90` |
| Post-Synthesis Cells | `34` |
| Status | `completed` |
| Area grow syn2layout | `40.9%` |
| Power Dens Cells | `about 1100 nW/um^2` |
| GRT overflow | `0` |
| TritonCTS clock tree | `done` |
| Post-layout util | `0.144` |
| Clk sinks | `4` |
| Dpl cells | `approximately 86` |
| Arrival time at the worst endpoint | `between 1000 and 1500 ps` |
| GPL Wtd Cong | `a little under 0.7` |
| Top flop regs | `tmp: 4 flops` |
| Initial antenna violation count | `0` |
| Most flop-heavy register | `tmp` |
| Yosys stat cell total | `34` |
| Leakage power | `roughly 0.21 nW` |
| Max clock buf depth | `2` |
| Hold-fix buffers, CTS | `0` |
| CTS clk-pin slew, worst paths | `~40 ps` |
| Pre-Place Util | `0.102` |
| Crit Path Max Fanout | `4` |
| CP Capture Type | `output port` |
| Dpl cell area | `469 sq um` |
| Netlist cell types | `16` |
| Met3 Resource Use GR | `0.0102` |
| # port buffers | `7` |
| Final WL | `667 microns` |
| Tot GR Track Use | `0.0223` |
| Syn avg cell area | `10.3 sq um` |
| I/O pins | `8` |
| Detailed Routing Iterations Pass 1 | `4` |
| Minimum clock period | `around 2000 ps` |
| Hold WC Path Type | `input port to async pin` |
| Final hold violation count | `0` |
| Chip Area | `about 6400 sq um` |
| Design area | `492 sq um` |
| Die width | `around 80 microns` |
## power by group
part	total [mW]	switching [mW]	leakage [nW]	internal (mW)
registers	0.124	0.0308	0.0463	0.0934
logic	0.320	0.119	0.149	0.201
clock network	0.0727	0.0231	0.0138	0.0496
## worst max-delay path, stage by stage (launching register included)
cell and delay, ps:
dfrtp_1 420, inv_1 80, ha_1 280, clkdlybuf4s50_1 460
## worst paths after layout
check / start / endpoint / slack (ps) / cells past startpoint
max in group asynchronous: reset / tmp[0] / 2020 / 1
worst min register to register: tmp[3] / tmp[3] / 510 / 1
worst min-delay path: reset / tmp[1] / 510 / 1
worst max register to register: tmp[0] / tmp[2] / 1290 / 6
min in group clk0: tmp[3] / tmp[3] / 510 / 1
worst max-delay path: tmp[2] / out[1] / 690 / 3
## layer usage
metal,wire (microns),part of all wire,vias up
met3,57,0.085,2
met4,19,0.028,0
met5,0,0,-
li1,-,-,134
met2,321,0.48,7
met1,270,0.40,110
## final cells by class
| type | count | area, sq um |
|---|---|---|
| inverters | 5 | 18.8 |
| clock buffers | 3 | 22.5 |
| fillers | 392 | 2920 |
| well taps | 46 | 57.6 |
| multi-input cells | 24 | 223 |
| flip-flops and latches | 4 | 100 |
| repair buffers | 7 | 70.1 |
## cells in the mapped netlist, drive strengths merged
| library cell | instances |
|---|---|
| ha | 6 |
| inv | 5 |
| dfrtp | 4 |
| xnor2 | 3 |
| a21oi | 2 |
| mux2i | 2 |
| nand2 | 2 |
| nor2 | 2 |
| a311oi | 1 |
| buf | 1 |
| fa | 1 |
| mux2 | 1 |
| nand3b | 1 |
| o22ai | 1 |
| or2b | 1 |
| xor2 | 1 |
## cell families (layout without fill, tap and decap cells)
group | after synthesis | after routing | synth area share
adders and majority gates | 7 | 7 | 0.272
and+or+nand+nor | 6 | 6 | 0.0861
buffers and inverters | 6 | 15 | 0.0753
AOI/OAI and AO/OA | 4 | 4 | 0.0896
xor gates and xnor gates | 4 | 4 | 0.100
DFF | 4 | 4 | 0.287
muxes | 3 | 3 | 0.0896
## cells in the final DEF, fill, tap and decap left out, drive strengths merged, types with 2 or more instances in the layout
cell type / instances
clkdlybuf4s50: 7
xnor2: 3
nor2: 2
clkbuf: 3
a21oi: 2
nand2: 2
dfrtp: 4
mux2i: 2
inv: 5
ha: 6
Power figures rest on the tool's default switching activity, not on a simulated workload.
